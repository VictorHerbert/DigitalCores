===== design/flow/run.sh =====
#!/bin/bash
# OpenROAD 26Q1-2900-gdf79404cd8, Yosys 0.63+post, stock flow scripts
make -C /OpenROAD-flow-scripts/flow DESIGN_CONFIG=/design/flow/config.mk WORK_HOME=/design/flow/orfs finish

===== design/flow/design.v =====
module BarrelShift #(parameter LENGTH = 8, parameter LEFT = 1)(
    input [LENGTH-1:0] data_in,
    input [$clog2(LENGTH)-1:0] shamt,
    output [LENGTH-1:0] data_out
);
    logic[$clog2(LENGTH):0][LENGTH-1:0] data;
    assign data_out = data[$clog2(LENGTH)];
    always_comb begin
        data[0] = data_in;
        for(int i = 1; i <= $clog2(LENGTH); i++)
            data[i] = shamt[i-1] ? (LEFT ? data[i-1] << (1 << (i-1)) : data[i-1] >> (1 << (i-1))) : data[i-1];
    end
endmodule

===== design/flow/constraint.sdc =====
current_design BarrelShift

set clk_period 1.5
set clk_io_pct 0.2

create_clock -name clk0 -period $clk_period

set non_clock_inputs [all_inputs -no_clocks]
set_input_delay [expr $clk_period * $clk_io_pct] -clock clk0 $non_clock_inputs
set_output_delay [expr $clk_period * $clk_io_pct] -clock clk0 [all_outputs]

===== design/flow/config.mk =====
export PLATFORM = sky130hd
export DESIGN_NAME = BarrelShift
export DESIGN_NICKNAME = BarrelShift
export VERILOG_FILES = /design/flow/design.v
export SDC_FILE = /design/flow/constraint.sdc
export NUM_CORES = 4
export LEC_CHECK = 1
export CORE_AREA = 10 10 70 70
export DIE_AREA = 0 0 80 80

==> run summary <==
Run status: finished with violations
Failing checks: negative setup slack
Clock buffer cells: 0
CP required: 1200 ps
Antenna Nets Post-Route: 0
Hold path endpoint: data_out[6]
Die Ht: 80 um
Top cells excl fill/tap: 8 x buf_4, 7 x buf_2, 7 x dlygate4sd2_1
Slowest CP cell: mux4_2
Share of cells above drive strength 1: 60.38%
Setup CP Type: input port to output pin
Mean area per synthesized cell: 9.786 um2
DR vias: 326
Yosys cell types: 17
Worst path cell trace: buf_6 > buf_6 > mux2_4 > mux4_2 > buf_2
Unrepaired setup endpoints after global routing: yes
Mapped Cells: 28
Final setup vio count: 3
Std cell rows: 21
Sw Share: 36.05%
Hold-fix buffers, CTS: 0
Fmax: 0.5881 GHz
Hold Path Depth: 3
Crit Path Max Fanout: 6
Ys cells: 28
Worst Min Path Start: shamt[1]
Rel. slew slack: 84.76%
Pre-CTS WS: -947.3 ps
OpenROAD warning count: 34
Detailed-placement wirelength estimate: 927.1 um
Chip Area: 6400 um2
Register area share after synthesis: 0%
TNS Setup: -467.5 ps
Clock share of power: 0%
Final setup margin: -200.4 ps
FP Util: 8.022%
Final Hold Viols: 0
Total gr overflow: 0
Routed length per placed instance: 10.68 um
Pwr per Cell Area: 261.3 nW/um2
Most instantiated logic cell after routing: buf_4
Antenna violations before repair: 1
Startpoint types: input port
Flops: 0
Worst Tran Pin Value: 225.4 ps
CP most frequent cell: buf_6
Mapped Area: 274.0 um2
Placed cell areas: 568.0 um2
DRT iter0 DRCs: 16
Post-route design area: 573.1 um2
Max Slew Vio Count: 0
Critical path's top delay family: multiplexers
Drt pass-1 iters: 3
Final RePlAce weighted congestion: 0.6961
Vias in the first global route: 329
Critical path capture point type: output pin
P_leak: 0.2593 nW
Part of the power in registers: 0%
Peak supply drop: 0.03963 mV
First-pass GRT wire length: 1649 um
Register area: 0 um2
IO Pins: 19
Combinational Power Share: 100.0%
Core box area: 3416 um2
Port Buffers: 19
Detailed Route WL: 1068 um
Largest stage delay on the critical path: 450 ps
Global Route Usage Sum: 3.217%
Pin count of the biggest net entering global routing: 9
CP Data Arrival Time: 1400 ps
Area growth syn-to-layout: 109.1%
Hold Crit Class: input port to output pin
Fin util: 16.78%
Max cap viols: 0
Chip width: 80 um
Yosys chip area: 274.0 um2
DR DRC count: 0
Post-layout period usage: 113.4%
Worst path buffer plus inverter count: 3
Vias/cell: 3.260
Post-layout min period: 1700 ps
Switching power: 0.05399 mW
Pint: 0.09576 mW
Synth warn: 1
## synth_stat cells (2+ instances only)
master    number  area (um2)
mux2i_1        5       50.05
mux2_4         3       45.04
a211oi_1       2       15.01
buf_2          2       10.01
mux2_2         2       22.52
mux4_2         2       45.04
o21a_1         2       15.01
## per-layer routing
metal / vias up / routed length (um) / GRT usage, %
li1: 163 / - / -
met1: 155 / 399 / 3.517
met2: 8 / 522 / 5.538
met3: 0 / 146 / 1.932
met4: 0 / 0 / 0
met5: - / 0 / 0
## per-stage QoR
| step | instances | hold WS (ps) | power [mW] |
|---|---|---|---|
| 2_1_floorplan | 28 | 702.3 | 0.06375 |
| 3_3_place_gp | 99 | 1695 | 0.1575 |
| 3_5_place_dp | 99 | 1709 | 0.1577 |
| 4_1_cts | 99 | 1071 | 0.1392 |
| 5_1_grt | 100 | 1056 | 0.1644 |
| 6_report | 100 | 1005 | 0.1498 |
## power groups by stage
stage	combinational, mW	sequential, mW	clock (mW)
4_1_cts	0.139	0	0
5_1_grt	0.164	0	0.0000000891
6_report	0.150	0	0.0000000890
## area by class of cell
cell class / instances / area (um2)
tap: 46 / 57.56
antenna: 1 / 2.502
timing repair buffer: 28 / 222.7
multi-input combinational: 25 / 290.3
fill: 383 / 2843
## kinds of logic (layout without fill, tap and decap cells)
group | count (synthesis) | in the layout | share of synthesized area [%]
muxes | 12 | 12 | 59.36
AOI/OAI and AO/OA | 6 | 6 | 15.52
other | 0 | 1 | 0
and+or+nand+nor | 7 | 7 | 17.35
buffers and inverters | 3 | 28 | 7.762
## worst min-delay path, cell delays in order
cell	delay, ps
buf_6	130
mux4_2	190
buf_2	90
## how the worst max path moves through the flow
stage / from / endpoint / slack [ps] / cells past startpoint
finish: shamt[2] / data_out[6] / -200 / 5
CTS: shamt[2] / data_out[6] / -210 / 5
global route: shamt[2] / data_out[6] / -240 / 5
## repair_timing
action	4_1_cts	5_1_grt
endpoints found under the setup margin	8	5
cloned	0	0
pin swaps	7	3
resized	56	10
setup buffers	0	0
Power is estimated from default activity; no workload was simulated.
